--- /design/flow/design.v ---
module DataMemory( 
	input  reset    , 
	input  clk      ,  
	input  MemRead  ,
	input  MemWrite ,
	input  [32 -1:0] Address    ,
	input  [32 -1:0] Write_data ,
	output [32 -1:0] Read_data  ,
	output done,
	output reg [11:0] digi 
);
	parameter RAM_SIZE      = 256;
	parameter RAM_SIZE_BIT  = 8;
	reg [31:0] RAM_data [RAM_SIZE - 1: 0];
    assign done = RAM_data[RAM_data[0]+1];
	assign Read_data =  
	       (MemRead)? RAM_data[Address[RAM_SIZE_BIT + 1:2]]: 32'h00000000;
	reg [16 -1:0] counting; 
	integer i;
	parameter Hz = 50000000;
	reg [32 -1:0] cHz;
	always @(posedge reset or posedge clk)begin
		if (reset) begin
            RAM_data[0] <= 32'h00000018;  
            RAM_data[1] <= 32'h00000003;  
            RAM_data[2] <= 32'h00000028;  
            RAM_data[3] <= 32'h00000024;  
            RAM_data[4] <= 32'h0000020B;  
            RAM_data[5] <= 32'h00003406;  
            RAM_data[6] <= 32'h00000A0A;  
            RAM_data[7] <= 32'h0000F03A;  
            RAM_data[8] <= 32'h0000001B;  
            RAM_data[9] <= 32'h00000001;  
            RAM_data[10] <= 32'h00009021;  
            RAM_data[11] <= 32'h00000216;  
            RAM_data[12] <= 32'h00000072;  
            RAM_data[13] <= 32'h00000059;  
            RAM_data[14] <= 32'h00000007;  
            RAM_data[15] <= 32'h000003E1;  
            RAM_data[16] <= 32'h00000B40;  
            RAM_data[17] <= 32'h00000034;  
            RAM_data[18] <= 32'h0000009F;  
            RAM_data[19] <= 32'h000000C8;  
            RAM_data[20] <= 32'h0000000D;  
            RAM_data[21] <= 32'h000000B1;  
            RAM_data[22] <= 32'h000000E9;  
            RAM_data[23] <= 32'h0000003a;  
            RAM_data[24] <= 32'h0000001B;  
            for (i = 25; i < RAM_SIZE; i = i + 1)
                RAM_data[i] <= 32'h00000000;
            cHz <= 32'h00000000;
            counting <= 16'b1;
            digi <= 12'b0;
		end
		else begin
		  cHz <= (cHz == Hz-32'd1) ? 32'd0 : cHz + 32'd1;
		  if (MemWrite) begin
		    if(Address == 32'h40000010)
		        digi <= Write_data[11:0]; 
		    else
			    RAM_data[Address[RAM_SIZE_BIT + 1:2]] <= Write_data;
		  end
		  else if (cHz == 32'd0 && done) begin
		    RAM_data[26] <= RAM_data[counting]; 
                 if (counting < RAM_data[0])
                      counting <= counting+16'b1;
                 else
                      counting <= 16'b1;
		  end
		end
	end
endmodule
--- /design/flow/run.sh ---
#!/bin/bash
# OpenROAD 26Q1-2900-gdf79404cd8, Yosys 0.63+post, stock flow scripts
make -C /OpenROAD-flow-scripts/flow DESIGN_CONFIG=/design/flow/config.mk WORK_HOME=/design/flow/orfs finish
--- /design/flow/config.mk ---
export PLATFORM = sky130hd
export DESIGN_NAME = DataMemory
export DESIGN_NICKNAME = DataMemory
export VERILOG_FILES = /design/flow/design.v
export SDC_FILE = /design/flow/constraint.sdc
export NUM_CORES = 4
export LEC_CHECK = 1
export CORE_UTILIZATION = 40
--- /design/flow/constraint.sdc ---
current_design DataMemory

set clk_period 7.9
set clk_io_pct 0.2

create_clock -name clk0 -period $clk_period [get_ports {clk}]

set non_clock_inputs [all_inputs -no_clocks]
set_input_delay [expr $clk_period * $clk_io_pct] -clock clk0 $non_clock_inputs
set_output_delay [expr $clk_period * $clk_io_pct] -clock clk0 [all_outputs]
==> results.yml <==
# flow metrics
global_route:
  overflow: 244000
  grt_pass1_vias: 549700
  grt_pass1_wl_mm: 7641
  grt_usage: 1.244
  grt_max_degree: 184
yosys:
  top_cell_area_share: 0.5116
  synthDistinctLibCells: 94
  synthCells: 40610
  synthTopCellsByArea: "dfrtp_1, a22oi_1, nand2_1"
  synth_warnings: 2
  ys_cells: 40610
  yosysTopAreaCell: "dfrtp_1"
  ys_seq_share: 0.5180
  synth_chip_area_um2: 398900
  synthFlopType: "dfrtp_1"
  syn_area_per_cell_um2: 9.824
  edf_count: 0
  ys_ff: 8252
  syn_area_um2: 398900
  async_reset_ff_frac: 1.000
floorplanning:
  die_y_mm: 1.001
  ios: 113
  initCoreUtil: 0.4014
  num_rows: 366
  die_x_mm: 1.001
clock_network:
  cts_buffers: 864
  clock_sinks: 8252
  root_buffer: "clkbuf_16"
  clk_path_buf_depth: 5
  h-tree-depth: 6
  hold_buffers: 0
place:
  place_congestion: 2.010
  hpwl_mm: 3365
  place_ws_ns: -0.5719
  numPortBuffers: 112
  dpl.cell_count: 53460
  placed_area_um2: 449300
run_status:
  tool.error: "[ERROR GRT-0116] Global routing finished with congestion. Check the congestion regions in the DRC Viewer."
  status: "did not finish"
  stop_stage: "global routing (5_1_grt)"
==> what timing repair did <==
action,CTS
buffers inserted,0
setup endpoints to repair,25
gates resized,31
==> synthesized netlist by cell type (all sizes together) (18+ instances only) <==
cell type / n
nand2: 7324
a2111oi: 130
o22a: 27
a221oi: 189
nor2b: 27
nand2b: 23
ha: 21
mux2: 2866
buf: 688
a21oi: 224
or3: 18
a211oi: 22
o22ai: 233
nand4bb: 18
nor4: 487
a22oi: 6860
o2111ai: 23
a31oi: 48
nor3: 382
dfstp: 96
mux2i: 95
o221ai: 20
nand4b: 24
nor4b: 23
and3: 385
nor2: 806
nand3b: 22
o21ai: 5477
mux4: 33
and4: 35
inv: 63
nand4: 866
o211ai: 52
a32oi: 62
dfrtp: 8156
or4: 90
nand3: 394
a222oi: 197
clkbuf: 3444
a22o: 409
a32o: 27
==> cells by family after synthesis <==
group / count (synthesis) / synth area share
XOR/XNOR: 31 / 0.0006806
AND-OR/OR-AND: 14090 / 0.2331
multiplexers: 2994 / 0.08515
AND/OR/NAND/NOR: 11020 / 0.1211
adder cells (fa/ha/maj): 21 / 0.0006587
buffers and inverters: 4197 / 0.04132
flip-flops: 8252 / 0.5180
==> metal layers <==
layer,track usage,GRT overflow
met1,1.289,80580
met2,1.470,112600
met3,1.060,29950
met4,1.025,18150
met5,0.9324,2764
==> stage by stage <==
stage | power [uW] | utilization
2_1_floorplan | 49470 | -
3_5_place_dp | 54070 | 0.4522
3_3_place_gp | 53970 | 0.4521
4_1_cts | 96110 | 0.4820
Power figures rest on the tool's default switching activity, not on a simulated workload.
