--- flow/run.sh ---
#!/bin/bash
# OpenROAD 26Q1-2900-gdf79404cd8, Yosys 0.63+post, stock flow scripts
make -C /OpenROAD-flow-scripts/flow DESIGN_CONFIG=/design/flow/config.mk WORK_HOME=/design/flow/orfs finish
--- flow/config.mk ---
export PLATFORM = sky130hd
export DESIGN_NAME = ALU
export DESIGN_NICKNAME = ALU
export VERILOG_FILES = /design/flow/design.v
export SDC_FILE = /design/flow/constraint.sdc
export NUM_CORES = 4
export LEC_CHECK = 1
export CORE_UTILIZATION = 50
--- flow/constraint.sdc ---
current_design ALU

set clk_period 18.2
set clk_io_pct 0.2

create_clock -name clk0 -period $clk_period

set non_clock_inputs [all_inputs -no_clocks]
set_input_delay [expr $clk_period * $clk_io_pct] -clock clk0 $non_clock_inputs
set_output_delay [expr $clk_period * $clk_io_pct] -clock clk0 [all_outputs]
--- flow/design.v ---
module ALU(
	input [32 -1:0] in1      , 
	input [32 -1:0] in2      ,
	input [5 -1:0] ALUCtl    ,
	input Sign               ,
	output reg [32 -1:0] out
);
	wire ss;
	assign ss = {in1[31], in2[31]};
	wire lt_31;
	assign lt_31 = (in1[30:0] < in2[30:0]);
	wire lt_signed;
	assign lt_signed = (in1[31] ^ in2[31])? 
		((ss == 2'b01)? 0: 1): lt_31;
	always @(*)
		case (ALUCtl)
			5'b00000: out <= in1 & in2;
			5'b00001: out <= in1 | in2;
			5'b00010: out <= in1 + in2;
			5'b00110: out <= in1 - in2;
			5'b00111: out <= {31'h00000000, Sign? lt_signed: (in1 < in2)};
			5'b01100: out <= ~(in1 | in2);
			5'b01101: out <= in1 ^ in2;
			5'b10000: out <= (in2 << in1[4:0]);
			5'b11000: out <= (in2 >> in1[4:0]);
			5'b11001: out <= ({{32{in2[31]}}, in2} >> in1[4:0]);
			5'b11010: out <= in1 * in2;  
			default: out <= 32'h00000000;
		endcase
endmodule
==> report_table.html <==
<h3>Flow metrics</h3>
<table>
<tr><th>Metric</th><th>Value</th></tr>
<tr><th colspan="2">Status</th></tr>
<tr><td>Run status</td><td>finished clean</td></tr>
<tr><th colspan="2">Worst hold path</th></tr>
<tr><td>Worst hold path class</td><td>input port to primary output</td></tr>
<tr><td>Hold Path Stages</td><td>4</td></tr>
<tr><td>Worst min-delay path endpoint</td><td>out[0]</td></tr>
<tr><td>Source of the worst hold timing path</td><td>Sign</td></tr>
<tr><th colspan="2">STA</th></tr>
<tr><td>Achievable Freq</td><td>60.5 MHz</td></tr>
<tr><td>Worst setup slack after layout</td><td>1.68 ns</td></tr>
<tr><td>RSZ-0062 raised after global routing</td><td>false</td></tr>
<tr><td>Final worst path period share</td><td>90.8%</td></tr>
<tr><td>Final tally of setup violations</td><td>0</td></tr>
<tr><td>Hold Vio Cnt, Final</td><td>0</td></tr>
<tr><td>Tmin final</td><td>16.52 ns</td></tr>
<tr><td>Total Neg Setup Slack</td><td>0 ns</td></tr>
<tr><td>Slew @ Worst Pin</td><td>1.02 ns</td></tr>
<tr><td>Relative slew margins</td><td>31.7%</td></tr>
<tr><td>Count of pins over their slew limit</td><td>0</td></tr>
<tr><th colspan="2">Floorplanning</th></tr>
<tr><td>Total die size</td><td>47,900 um^2</td></tr>
<tr><td>Die boundary width</td><td>219 um</td></tr>
<tr><td>Pre-placement core utilization</td><td>50.6%</td></tr>
<tr><td>Core footprint</td><td>46,500 um^2</td></tr>
<tr><td>Vertical die size</td><td>219 um</td></tr>
<tr><td>Ports placed on the boundary</td><td>102</td></tr>
<tr><td>Number of rows created at floorplan</td><td>79</td></tr>
<tr><th colspan="2">Power and ir drop</th></tr>
<tr><td>Internal power consumption</td><td>3.42 mW</td></tr>
<tr><td>P_leak</td><td>11.8 nW</td></tr>
<tr><td>NetSw</td><td>5.54 mW</td></tr>
<tr><td>Sw frac</td><td>61.8%</td></tr>
<tr><td>Peak ir drop on the vdd network</td><td>0.527 mV</td></tr>
<tr><td>Overall power of the completed layout</td><td>8.96 mW</td></tr>
<tr><td>Pwr/cell area</td><td>357 nW/um^2</td></tr>
<tr><th colspan="2">Detailed routing</th></tr>
<tr><td>Remaining DRCs</td><td>0</td></tr>
<tr><td>Wire length after detailed routing</td><td>103,000 um</td></tr>
<tr><td>First-pass iteration count of the detailed router</td><td>6</td></tr>
<tr><td>Starting DRC count in detailed routing</td><td>2,221</td></tr>
<tr><td>WL/cell</td><td>29.2 um</td></tr>
<tr><td>Average via count per standard cell</td><td>6.34</td></tr>
<tr><td>Routed vias</td><td>22.5k</td></tr>
<tr><td>ANT nets after route</td><td>0</td></tr>
<tr><th colspan="2">Global routing</th></tr>
<tr><td>Largest net degree at the start of global routing</td><td>65</td></tr>
<tr><td>Vias in the first global route</td><td>23.2k</td></tr>
<tr><td>GRT Resource Usage Total</td><td>47.1%</td></tr>
<tr><td>Global-route wire length before repair</td><td>152,000 um</td></tr>
<tr><td>Sum of overflow across all layers after global routing</td><td>0</td></tr>
<tr><td>Number of antenna violations at the first check in global routing</td><td>5</td></tr>
<tr><th colspan="2">Placed design</th></tr>
<tr><td>Number of buffers inserted by port buffering</td><td>102</td></tr>
<tr><td>Final estimated routing congestion in global placement</td><td>1.06</td></tr>
<tr><td>Dpl ws</td><td>1.92 ns</td></tr>
<tr><td>DP HPWL</td><td>79,800 um</td></tr>
<tr><td># placed instances</td><td>3,545</td></tr>
<tr><th colspan="2">Final layout</th></tr>
<tr><td>Dominant logic cell types in the final layout</td><td>sky130_fd_sc_hd__inv_1 (454), sky130_fd_sc_hd__nor2_1 (452), sky130_fd_sc_hd__fa_1 (410), sky130_fd_sc_hd__nand2_1 (321), sky130_fd_sc_hd__ha_1 (219)</td></tr>
<tr><td>Share of layout cells above drive strength 1</td><td>6.19%</td></tr>
<tr><td>Most numerous logic cell after layout</td><td>sky130_fd_sc_hd__inv_1</td></tr>
<tr><td>Fin cells</td><td>3,547</td></tr>
<tr><td>Total number of sequential cells</td><td>0</td></tr>
<tr><td>Number of clock-tree buffers in the layout</td><td>0</td></tr>
<tr><td>Area taken by flip-flops and latches</td><td>0 um^2</td></tr>
<tr><td>Synthesis-to-finish area growth</td><td>6.89%</td></tr>
<tr><td>End-of-flow core utilization</td><td>54.1%</td></tr>
<tr><th colspan="2">Setup path</th></tr>
<tr><td>Largest fanout on the critical path</td><td>13</td></tr>
<tr><td>Critical path required time</td><td>14.56 ns</td></tr>
<tr><td>Critical Path Sink Type</td><td>primary output</td></tr>
<tr><td>Most frequent cell on the critical path</td><td>sky130_fd_sc_hd__fa_1</td></tr>
<tr><td>Worst Setup Start Kind</td><td>input port</td></tr>
<tr><td>Cell type of the slowest stage on the worst timing path</td><td>sky130_fd_sc_hd__clkdlybuf4s50_1</td></tr>
<tr><td>Category of the critical setup timing path</td><td>input port to primary output</td></tr>
<tr><td>Worst stage delay on the critical path</td><td>1.07 ns</td></tr>
<tr><td>Arrival @ worst endpoint</td><td>12.88 ns</td></tr>
<tr><th colspan="2">Yosys</th></tr>
<tr><td>Average cell area after synthesis</td><td>7.97 um^2</td></tr>
<tr><td>Yosys chip area</td><td>23,500 um^2</td></tr>
<tr><td>Dominant cell area share</td><td>34.9%</td></tr>
<tr><td>Number of cell instances after yosys synthesis</td><td>2,948</td></tr>
<tr><td>Sequential element share of the synthesized area</td><td>0%</td></tr>
<tr><td>Gate count of the mapped netlist</td><td>2,948</td></tr>
<tr><td>Yosys warnings</td><td>1</td></tr>
<tr><td>Summed instance area of the synthesized netlist</td><td>23,500 um^2</td></tr>
<tr><td>Leading area contributor after synthesis</td><td>sky130_fd_sc_hd__fa_1</td></tr>
<tr><td>Most area-consuming cells after synthesis</td><td>sky130_fd_sc_hd__fa_1 (35%), sky130_fd_sc_hd__ha_1 (12%), sky130_fd_sc_hd__inv_1 (7.3%)</td></tr>
<tr><td>Post-synthesis cell type count</td><td>78</td></tr>
<tr><th colspan="2">CTS</th></tr>
<tr><td>Cells resized by post-CTS repair</td><td>0</td></tr>
<tr><td>Hold Buf Count CTS</td><td>0</td></tr>
<tr><td>Count of buffers added by post-CTS timing repair for setup</td><td>0</td></tr>
<tr><th colspan="2">Flow run</th></tr>
<tr><td>Max-cap viol count</td><td>0</td></tr>
<tr><td>Log Warnings</td><td>96</td></tr>
</table>
kinds of logic (layout without fill, tap and decap cells):
kind of cell / Yosys count / count (layout) / share of synthesized area, %
compound gates: 483 / 483 / 13.8
xor+xnor: 102 / 102 / 3.86
fa+ha+maj: 629 / 629 / 46.6
buf+inv: 668 / 658 / 10.8
mux: 113 / 113 / 7.85
other cells: 0 / 2 / 0
simple gates: 953 / 953 / 17.1
layer usage:
layer	routed length, um	track usage, %	vias to the layer above	share of wire, %
met4	6860	22.7	6	6.6
met1	36700	60.2	10862	36
met2	44300	67.1	1695	43
li1	-	-	9540	-
met3	15400	24.0	395	15
met5	150	3.44	-	0.15
cells in the mapped netlist, types with 13 or more instances:
master,number
sky130_fd_sc_hd__buf_2,14
sky130_fd_sc_hd__or3_1,14
sky130_fd_sc_hd__o21ai_0,132
sky130_fd_sc_hd__inv_1,457
sky130_fd_sc_hd__xnor2_1,82
sky130_fd_sc_hd__clkinv_1,13
sky130_fd_sc_hd__fa_1,410
sky130_fd_sc_hd__ha_1,219
sky130_fd_sc_hd__nand2_1,321
sky130_fd_sc_hd__o31ai_1,14
sky130_fd_sc_hd__o21a_1,16
sky130_fd_sc_hd__nor2_1,452
sky130_fd_sc_hd__o211ai_1,23
sky130_fd_sc_hd__nand2b_1,26
sky130_fd_sc_hd__clkbuf_1,134
sky130_fd_sc_hd__mux4_2,56
sky130_fd_sc_hd__xor2_1,19
sky130_fd_sc_hd__a211oi_1,17
sky130_fd_sc_hd__a21o_1,14
sky130_fd_sc_hd__nand3_1,21
sky130_fd_sc_hd__mux2i_1,47
sky130_fd_sc_hd__a21oi_1,105
sky130_fd_sc_hd__buf_1,39
sky130_fd_sc_hd__a221o_1,15
sky130_fd_sc_hd__nor2b_1,23
sky130_fd_sc_hd__a221oi_1,25
sky130_fd_sc_hd__nor3_1,48
worst max path at each step:
stage / slack, ns / cells past startpoint / endpoint / from
4_1_cts: 1.90 / 29 / out[31] / in1[5]
5_1_grt: 1.44 / 29 / out[31] / in1[5]
6_report: 1.68 / 29 / out[31] / in1[5]
per-stage QoR:
stage	hold WS [ns]	area, um^2
final	8.53	25100
after global routing	8.57	25100
after detailed placement	8.55	25100
after floorplan	7.40	23500
after CTS	8.56	25100
after global placement	8.53	25100
layout make-up:
type,count,area (um^2)
Timing Repair Buffer,182,1600
Multi-Input combinational cell,2280,21000
Inverter,476,1790
Fill cell,4329,21300
Antenna cell,2,5.00
Tap cell,607,759
power by group through the flow:
| stage | Clock, mW | Combinational [mW] | Sequential [mW] |
|---|---|---|---|
| after CTS | 0 | 8.75 | 0 |
| after global routing | 0 | 9.60 | 0 |
critical path: cells and delay by family:
kind | cells | cell delay (ns)
adders and majority gates | 9 | 3.89
buffers and inverters | 10 | 2.72
AOI/OAI and AO/OA | 6 | 1.53
and+or+nand+nor | 4 | 1.09
Power figures rest on the tool's default switching activity, not on a simulated workload.
