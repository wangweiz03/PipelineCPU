==> ./design.v <==
module RegisterFile(
	input  reset                    , 
	(* DONT_TOUCH = "1" *)input  clk                      ,
	input  RegWrite                 ,
	input  [5 -1:0]  Read_register1 , 
	input  [5 -1:0]  Read_register2 , 
	input  [5 -1:0]  Write_register ,
	input  [32 -1:0] Write_data     ,
	output [32 -1:0] Read_data1     , 
	output [32 -1:0] Read_data2
);
	reg [31:0] RF_data[31:1];
    assign Read_data1 = (Read_register1 == 5'b00000)? 32'h00000000: RF_data[Read_register1];
    assign Read_data2 = (Read_register2 == 5'b00000)? 32'h00000000: RF_data[Read_register2];
         integer i;
         always @(posedge reset or posedge clk) begin
           if (reset)
                   begin
                       for (i = 1; i < 32; i = i + 1)
                       begin
                           RF_data[i] <= 32'h00000000;
                       end
                   end
               else begin
               if (RegWrite && (Write_register != 5'b00000))
                           RF_data[Write_register] = Write_data; 
           end
           end
endmodule
==> ./run.sh <==
#!/bin/bash
# OpenROAD 26Q1-2900-gdf79404cd8, Yosys 0.63+post, stock flow scripts
make -C /OpenROAD-flow-scripts/flow DESIGN_CONFIG=/design/flow/config.mk WORK_HOME=/design/flow/orfs finish
==> ./config.mk <==
export PLATFORM = sky130hd
export DESIGN_NAME = RegisterFile
export DESIGN_NICKNAME = RegisterFile
export VERILOG_FILES = /design/flow/design.v
export SDC_FILE = /design/flow/constraint.sdc
export NUM_CORES = 4
export LEC_CHECK = 1
export CORE_UTILIZATION = 30
==> ./constraint.sdc <==
current_design RegisterFile

set clk_period 6.7
set clk_io_pct 0.2

create_clock -name clk0 -period $clk_period [get_ports {clk}]

set non_clock_inputs [all_inputs -no_clocks]
set_input_delay [expr $clk_period * $clk_io_pct] -clock clk0 $non_clock_inputs
set_output_delay [expr $clk_period * $clk_io_pct] -clock clk0 [all_outputs]
==> impl_metrics.yaml <==
# implementation run metrics
run:
  drv_cap: 1
  tool_warnings: 46
floorplan:
  fp-utilization_pct: 30.4
  die_w_um: 420
  coreArea_mm2: 0.172
  dieHeight_um: 420
  io_pins: 114
  rows: 152
  dieArea_mm2: 0.176
power_and_ir_drop:
  power_density_mw_per_mm2: 293
  intPower_mw: 12.5
  ir_drop_mv: 0.204
  swShare_pct: 30.6
  p_comb_share_pct: 15.4
  p_leak_nw: 25.9
  clock_power_share_pct: 37.8
  power.switching_mw: 5.50
  power_frac_seq_pct: 46.8
clock_network:
  cts_root_buf: "clkbuf_16"
  post_cts_resized: 0
  postCtsHoldBufs: 0
  cts_setup_buffers: 0
  cts_sinks: 992
  clk_latency_ns: 0.79
  cts_inserted_buffers: 112
  tritoncts: "done"
  clkSlewWorstSetupHoldPaths_ns: 0.06
  htree_levels: 3
  cts_buffer_depth: 3
routing:
  wire_per_inst_um: 43.1
  drc_errors: 0
  viasPerCell: 6.76
  via_count: 48400
  dr.pass1.iters: 8
  finalWirelength_um: 309000
  drtIter0Drc: 6703
  postRouteAntennaNets: 0
finish:
  areaGrowthSynthToFinish_pct: 17.2
  nFillCells: 16800
  lay_top_count: "mux2_2"
  lay_top_cells: "mux2_2 (999), dfrtp_1 (992), nand3_1 (647)"
  fin_util_pct: 35.6
  largest_reg_flops: 992
  instances_no_fill: 7162
  reg_top3: "RF_data x992"
  drive_above_1_share_pct: 34.6
  top_register: "RF_data"
global_route:
  grt_pass1_vias: 47000
  globalRouteOverflowTotal: 0
  grt_antenna_before_repair: 24
  grt_pass1_wl_um: 417000
  met2_usage_pct: 48.5
  gr-usage-met1_pct: 45.3
  grt_busiest_layer: "met2"
  grt.total_usage_pct: 36.0
  grt_max_degree: 115
  use_met3_pct: 18.8
yosys:
  syn-instance-count: 4682
  yosys-stat-area_mm2: 0.0524
  synth-edff-count: 0
  yosysWarnings: 2
  ys_cells: 4682
  async_reset_ff_share_pct: 100
  yosysTopAreaCell: "dfrtp_1"
  syn_area_mm2: 0.0524
  synth_top_area_share_pct: 47.4
  ys_ff: 992
  topCellsByArea: "dfrtp_1 (47%), mux2_2 (21%), nand3_1 (6.2%)"
  syn_area_per_cell_um2: 11.2
  ys.flop_type: "dfrtp_1"
  yosysSeqAreaShare_pct: 47.4
  ys_types: 85
critical_path:
  cp-start-kind: "primary input"
  crit_required_ns: 5.36
  crit_path_max_fanout: 18
  cp_common_cell: "buf_4"
  crit_arrival_ns: 5.35
  crit_family: "simple AND/OR/NAND/NOR gates"
  cp_slowest_cell: "nor2_2"
  timing_worst_setup_path_type: "in -> out"
  crit_chain: "buf_2 -> nand2b_1 -> nor2_2 -> buf_4 -> a22oi_1 -> and3_1 -> a31oi_1 -> buf_4 -> clkdlybuf4s50_1"
  path_buffers: 4
  max_stage_delay_ns: 1.30
  end_kind: "primary output"
final_timing:
  timing.fmax_mhz: 149
  report.final.slew_viol_count: 9
  rsz0062_at_grt: "false"
  finalSetupViolations: 0
  tightest_slew_ns: 1.54
  finalHoldViolations: 0
  min_period_over_period_pct: 99.9
  setup_tns_ns: 0
  fin_skew_ns: 0
  min_period_ns: 6.69
  holdWs_ns: 0.520
  slew-limit-headroom_pct: -2.57
outcome:
  outcome: "complete, but fails checks"
  violations: "capacitance limit, slew limit"
place:
  io_buffers: 113
  place.gp.congestion: 1.06
  place_hpwl_um: 196000
  dp.cells: 6931
worst_hold_path:
  hold_path_class: "reg -> reg"
-- final timing paths --
kind	endpoint	start	slack [ns]	cells after the start
setup / recovery	Read_data1[4]	Read_register1[1]	0.007	9
hold / removal	RF_data[30][26]	RF_data[30][26]	0.52	1
setup reg to reg	RF_data[26][28]	RF_data[26][28]	5.78	1
hold reg to reg	RF_data[30][26]	RF_data[30][26]	0.52	1
max in group asynchronous	RF_data[31][4]	reset	3.89	4
min in group asynchronous	RF_data[18][29]	reset	1.03	2
-- per-layer routing --
| metal | up-vias | part of all wire (%) |
|---|---|---|
| li1 | 18200 | - |
| met4 | 28 | 8.4 |
| met1 | 24700 | 36 |
| met5 | - | 0.15 |
| met2 | 4176 | 40 |
| met3 | 1350 | 15 |
-- cell families (layout without fill, tap and decap cells) --
group | count (synthesis) | in the layout | synth area share [%]
simple gates | 1410 | 1410 | 15.5
mux | 1019 | 1019 | 21.9
flops | 992 | 992 | 47.4
compound gates | 735 | 735 | 10.6
buf+inv | 526 | 670 | 4.60
other cells | 0 | 26 | 0
-- layout make-up --
| type | count | area (µm²) | share of cell area [%] |
|---|---|---|---|
| sequential | 992 | 24800 | 40.4 |
| clock buffer | 152 | 3170 | 5.17 |
| timing repair buffer | 451 | 4060 | 6.62 |
| clock inverter | 53 | 816 | 1.33 |
| tap | 2310 | 2890 | 4.71 |
| multi-input combinational | 3164 | 25500 | 41.5 |
| antenna | 26 | 65.1 | 0.106 |
| inverter | 14 | 56.3 | 0.0917 |
-- per-stage QoR --
stage | setup slack, ns | cell area (µm²) | power, mW
finish | 0.00667 | 61400 | 18.0
global route | 0.219 | 61300 | 18.4
CTS | 0.294 | 61300 | 17.9
detailed placement | 0.308 | 57300 | 11.1
global placement | 0.357 | 57300 | 11.1
floorplan | -8.31 | 52400 | 9.59
-- synth_stat cells, types with 21 or more instances --
| cell | n |
|---|---|
| clkbuf_1 | 202 |
| nor2_1 | 43 |
| nor4_1 | 47 |
| nand4_1 | 206 |
| nand2_1 | 65 |
| nor3_1 | 28 |
| a22oi_1 | 320 |
| dfrtp_1 | 992 |
| mux2_2 | 999 |
| buf_1 | 84 |
| nand3_1 | 651 |
| a22o_1 | 63 |
| and4_1 | 47 |
| a31oi_1 | 64 |
| buf_2 | 188 |
| buf_4 | 21 |
| a222oi_1 | 37 |
| a21oi_1 | 98 |
| a2111oi_0 | 50 |
| and3_1 | 175 |
-- power groups by stage --
stage / registers, mW / clock network, mW / logic, mW
4_1_cts: 8.34 / 6.84 / 2.71
5_1_grt: 8.50 / 7.05 / 2.89
6_report: 8.41 / 6.80 / 2.76
Power is estimated from default activity; no workload was simulated.
